===== config.mk =====
export PLATFORM = sky130hd
export DESIGN_NAME = addroundconstant
export DESIGN_NICKNAME = addroundconstant
export VERILOG_FILES = /design/flow/design.v
export SDC_FILE = /design/flow/constraint.sdc
export NUM_CORES = 4
export LEC_CHECK = 1
export CORE_AREA = 10 10 644 644
export DIE_AREA = 0 0 654 654

===== constraint.sdc =====
current_design addroundconstant

set clk_period 63.2
set clk_io_pct 0.2

create_clock -name clk0 -period $clk_period [get_ports {i_clk}]

set non_clock_inputs [all_inputs -no_clocks]
set_input_delay [expr $clk_period * $clk_io_pct] -clock clk0 $non_clock_inputs
set_output_delay [expr $clk_period * $clk_io_pct] -clock clk0 [all_outputs]

===== design.v =====
module mmm_mod_add #(
    parameter                   WIDTH       =   260
)(
    input                       i_clk,
    input                       i_rstn,
    input                       i_en_addsub,     
    input   [WIDTH-1:0]         i_a,
    input   [WIDTH-1:0]         i_b,
    input                       i_mode,
    input   [WIDTH-1:0]         i_p,
    output  [WIDTH-1:0]         o_c,
    output                      o_flag
);
    localparam                  IDLE    =   2'b00;
    localparam                  S1      =   2'b01;
    localparam                  S2      =   2'b10;
    localparam                  OUT     =   2'b11;
    reg     [1:0]               cur_sta;
    reg     [1:0]               nxt_sta;
    reg                         en_addsub;
    reg                         mode;
    reg     [WIDTH-1:0]         a;
    reg     [WIDTH-1:0]         b;
    reg     [WIDTH-1:0]         p;
    reg     [WIDTH-1:0]         c;
    always @(*) begin
        a                   =   i_a;
        b                   =   i_b;
        p                   =   i_p;
        en_addsub           =   i_en_addsub;
        mode                =   i_mode;
    end
    always @(posedge i_clk or negedge i_rstn) begin
        if(!i_rstn) 
            cur_sta         <=  IDLE;
        else
            cur_sta         <=  nxt_sta;
    end
    always @(*) begin
        nxt_sta             =   IDLE;
        case(cur_sta)
            IDLE : begin
                if(en_addsub && mode)
                    nxt_sta =   S1;
                else if(en_addsub && !mode)
                    nxt_sta =   S2;
                else
                    nxt_sta =   IDLE;
            end
            S1 : begin
                if(en_addsub) begin
                    if(c < p)
                        nxt_sta =   OUT;
                    else
                        nxt_sta =   S1;
                end
                else begin
                    if(c > 0)
                        nxt_sta =   OUT;
                    else
                        nxt_sta =   S1;
                end
            end
            S2 : begin
                nxt_sta     =   OUT;
            end
            OUT : begin
                if(!en_addsub)
                    nxt_sta =   IDLE;
                else
                    nxt_sta =   OUT;
            end
        endcase
    end
    always @(posedge i_clk or negedge i_rstn) begin
        if(!i_rstn) begin
            c           <=  {(WIDTH){1'b0}};
        end
        else begin
            case (nxt_sta)
                S1 : begin
                    if(cur_sta == IDLE) begin
                        if(en_addsub)
                            c   <=  a + b;
                        else
                            c   <=  a - b;
                    end
                    else if(cur_sta == S1) begin
                        if(en_addsub)
                            c   <=  c - p;
                        else
                            c   <=  c - p;
                    end
                end
                S2 : begin
                    if(en_addsub)
                        c   <=  a + b;
                    else
                        c   <=  a ^ b;
                end
                OUT : begin
                    c   <=  c;
                end
            endcase
        end
    end
    assign  o_c     =   c;
    assign  o_flag  =   cur_sta == OUT;
endmodule
module addroundconstant #(
    parameter               IDW         =       256,
    parameter               ODW         =       256,
    parameter               MDW         =       260
)(
    input                   i_clk,
    input                   i_rstn,
    input                   i_en_addsub,
    input   [IDW-1:0]       i_pre_key,
    input   [IDW-1:0]       i_x,
    input   [IDW-1:0]       i_pos_key,
    input   [IDW-1:0]       i_p,
    output  [ODW-1:0]       o_arc,
    output                  o_flag
);
    localparam              A           =       256'b1;
    reg     [MDW-1:0]       pek_a_x;
    reg     [MDW-1:0]       pok;
    reg     [MDW-1:0]       p;
    reg                     en_addsub;
    always @(posedge i_clk or negedge i_rstn) begin
        if(!i_rstn) begin
            pek_a_x         <=  {(MDW){1'b0}};
            pok             <=  {(MDW){1'b0}};
            p               <=  {(MDW){1'b0}};
            en_addsub       <=  1'b0;
        end
        else begin
            pek_a_x         <=  i_pre_key + i_x;
            pok             <=  i_pos_key;
            p               <=  i_p;
            en_addsub       <=  i_en_addsub;
        end
    end
    mmm_mod_add #(
        .WIDTH          (MDW)
    ) u_mmm_mod_add (
        .i_clk          (i_clk),
        .i_rstn         (i_rstn),
        .i_en_addsub    (en_addsub),
        .i_a            (pek_a_x),
        .i_b            (pok),
        .i_mode         (1'b1),
        .i_p            (p),
        .o_c            (o_arc),
        .o_flag         (o_flag)
    );
endmodule

===== run.sh =====
#!/bin/bash
# OpenROAD 26Q1-2900-gdf79404cd8, Yosys 0.63+post, stock flow scripts
make -C /OpenROAD-flow-scripts/flow DESIGN_CONFIG=/design/flow/config.mk WORK_HOME=/design/flow/orfs finish

==> CHANGELOG.md <==
## Flow update

* Slew Limit Fails at 0
* EDFF count, synth at 0
* Chip height at around 650 um
* OpenROAD warning count at between 200 and 300
* Post-Syn Instances at between 15,000 and 20,000
* Startpoint Class: input pin
* # IOs at between 1,000 and 1,500
* Hold-fix buffers, CTS at 0
* Synthesized flop and latch total at about 1,000
* Power Dens Cells at between 20 and 30 mW/mm2
* Setup fix buffers added after clock tree synthesis at 0
* H-tree levels at 4
* Total Neg Setup Slack at 0 ns
* Ys async rst share at 100%
* Synth area leaders: dfrtp_1 (23%), ha_1 (11%), a21oi_1 (9.7%), o21ai_0 (6.0%), nand2_1 (5.0%)
* Worst path arrival time at between 20 and 25 ns
* Core Rows at approximately 230
* Final Setup Violations at 0
* Largest net degree at the start of global routing at about 100
* Late-Pin Clk Latency at 0.94 ns
* Clk pwr share at 22.7%
* Final wirelength at between 700,000 and 800,000 um
* DRT antenna net count at 0
* CTS sink cnt at between 1,000 and 1,500
* Core Util at FP at approximately 28%
* Vias in the first global route at around 120k
* Hold crit path type: flip-flop to flip-flop
* Multi-input logic area at 0.0779 mm2
* Warnings from Yosys at 3
* Worst Max-Slew Pin Slew at about 1.2 ns
* RSZ-0062 raised after global routing: no
* # DRC at 0
* Post-CTS resize count at 0
* TritonRoute pass-1 iters at 7
* Final GP Congestion at around 1.1
* Share of cells above drive strength 1 at slightly above 5%
* Yosys cell count at roughly 16,000
* CTS clk-pin slew, worst paths at roughly 0.060 ns
* TritonCTS Buffers at roughly 140
* Root Driver: clkbuf_16
* Commonest cells in the netlist: a21oi_1 (2,182), nand2_1 (1,506), o21ai_0 (1,353), nor2_1 (1,249), inv_1 (1,048)
* Die Area at roughly 0.43 mm2
* GRT Util Overall at a little over a third
* Tmin final at roughly 19 ns
* Area leader, netlist: dfrtp_1
* Clk_skew at ~0.099 ns
* Post-synth top area share at 22.9%
* Yosys chip area at about 0.11 mm2
* Max Fanout on Critical Path at 7
* Cell-by-cell trace of the critical path: clkdlybuf4s50_1 > ha_1 > a21oi_1 > o21ai_0 > a221oi_1 > o21ai_0 > o31ai_1 > a21oi_1 > o31ai_1 > buf_4 > a211oi_1 > o21ai_0 > nand3_1 > a21oi_1 > o21ai_1 > a21oi_1 > o21bai_1 > a311oi_1 > nor4_1 > a311oi_1
* Grt total ovfl at 0
* Routed WL per cell at roughly 36 um
* Leakage at ~56 nW
* Internal at between 1.5 and 2 mW
* Clk buf depth at 4
* # Max-Cap Violations at 0
* Status: finished, final reports clean
* Cell area after synthesis at 0.113 mm2
* Seq share, synth at around 23%
* Layout fillers at approximately 43,000
* Initial DRC Count at roughly 15,000
* Sequential Area at between 0.02 and 0.03 mm2
* Fin. Hold Viols at 0
* Avg Cell Area, Syn at between 7 and 8 um2
* DP Wirelength at roughly 680,000 um
* Synth-to-Final Area Change at 20.3%
* Fmax at about 52 MHz
* Crit-path most repeated cell: a21oi_1
* Area after DPL at ~0.13 mm2
* DR vias at ~130k
* Data required, critical path at about 64 ns
* Final Cell Area at between 0.1 and 0.15 mm2
* TritonCTS clock tree: built
* Reg power frac at a little over a fifth
* Core Box Area at around 0.40 mm2
* P_sw at between 1.5 and 2 mW
* Element type at the critical path end: flip-flop
* Drt via density at roughly 6
* VDD IR max at ~0.000017 V
* Final period util at around 30%
* Initial antenna violation count at around 150
* Die W at roughly 650 um
* Slowest stage delay, CP at approximately 1 ns
* First-pass GRT wire length at between 1,000,000 and 1,500,000 um
* Crit path kind: input pin to flip-flop
* Port Buf Inserts at about 1,300
* Logic pwr share at 55.5%
* Tally of unique sky130hd cells used after synthesis at approximately 110
* Dominant flop cell: dfrtp_1
* Worst path slowest cell: o31ai_1
* Sw Ratio at about half
* Synth top cell by count: a21oi_1
* Slew headroom at 19.0%
[cell usage in the layout, fill, tap and decap left out, types with 138 or more instances in the layout]
master / count
o21bai_1: 399
xnor2_1: 552
nand4_1: 586
clkbuf_16: 138
clkdlybuf4s50_1: 1282
nor3_1: 313
o31ai_1: 217
nand3_1: 276
nor4_1: 336
dfrtp_1: 1031
inv_1: 1047
ha_1: 1025
a21oi_1: 2181
o21a_1: 155
nor2_1: 1245
buf_4: 431
o21ai_0: 1353
xor2_1: 176
a21o_1: 339
nand2_1: 1504
[worst max-delay path, delay by kind of cell]
family | cells | cell delay [ns]
adder cells (fa/ha/maj) | 1 | 0.42
AND-OR/OR-AND | 15 | 5.98
buffers and inverters | 2 | 0.69
AND/OR/NAND/NOR | 2 | 0.28
[path summary, 6_finish.rpt]
kind | from | to | slack, ns | cells past startpoint
setup reg to reg | u_mmm_mod_add.c[138]$_DFFE_PN0P_ | u_mmm_mod_add.c[233]$_DFFE_PN0P_ | 52.87 | 32
hold reg to reg | u_mmm_mod_add.c[19]$_DFFE_PN0P_ | u_mmm_mod_add.c[19]$_DFFE_PN0P_ | 0.49 | 2
hold / removal | u_mmm_mod_add.c[19]$_DFFE_PN0P_ | u_mmm_mod_add.c[19]$_DFFE_PN0P_ | 0.49 | 2
setup / recovery | i_x[15] | pek_a_x[250]$_DFF_PN0_ | 43.94 | 20
min in group asynchronous | i_rstn | pok[2]$_DFF_PN0_ | 11.70 | 1
max in group asynchronous | i_rstn | pok[202]$_DFF_PN0_ | 46.98 | 7
[routing by layer]
metal / share of wire [%] / track usage (%) / vias up
met5: 0.077 / 0 / -
met3: 13 / 16.3 / 947
li1: - / - / 58137
met2: 37 / 44.2 / 6851
met4: 4.4 / 12.9 / 90
met1: 46 / 53.4 / 64236
[cell families (layout without fill, tap and decap cells)]
logic type,after synthesis,after routing,share of synthesized area [%]
AND/OR/NAND/NOR,4880,4880,20.6
XOR/XNOR,728,728,5.67
other,0,75,0
multiplexers,11,11,0.100
buffers and inverters,2085,3008,7.93
flip-flops,1033,1033,23.0
adder cells (fa/ha/maj),1030,1030,11.5
AND-OR/OR-AND,5786,5786,31.3
[layout make-up]
cell class / count / area share (%)
flip-flops and latches: 1033 / 19.1
repair buffers: 1720 / 12.0
clock inverters: 66 / 0.649
multi-input cells: 12435 / 57.6
inverters: 1052 / 2.92
clock buffers: 170 / 2.77
well taps: 5265 / 4.87
diodes: 75 / 0.139
[sequential cells by signal, summed over array words and instances, names as in the netlist]
name	flops
en_addsub	1
pok	256
u_mmm_mod_add.cur_sta	3
pek_a_x	257
u_mmm_mod_add.c	260
p	256
[metrics by stage]
stage	hold WS [ns]	setup WS [ns]	power, mW	instances	util [%]
6_report	0.488	43.94	3.67	21816	33.8
5_1_grt	0.519	43.72	3.79	21783	33.8
4_1_cts	0.487	44.04	3.56	21741	33.8
3_5_place_dp	0.473	43.12	2.71	21505	32.6
3_3_place_gp	0.464	43.19	2.73	21505	32.6
2_1_floorplan	0.484	46.64	1.74	15553	-
[power groups by stage]
stage         registers [mW]  clock network [mW]  logic, mW
CTS                    0.796               0.854       1.91
global route           0.804               0.877       2.11
finish                 0.799               0.835       2.04
Power is estimated from default activity; no workload was simulated.
