--- /design/flow/design.v ---
module mmm_nlp_90b#(
    parameter       ODW         =       181,
    parameter       IDW         =       90,
    parameter       OAW         =       24,
    parameter       OBW         =       16
)(
    input                       i_clk,
    input                       i_rstn,
    input   [IDW-1:0]           i_a,
    input   [IDW-1:0]           i_b,
    input			i_carry,
    output  [ODW-1:0]           o_res
);
    localparam      RESW        =       OAW + OBW;
    localparam      ORSW        =       RESW + 1;
    localparam      LSW         =       88;
    localparam      HSW         =       93;
    wire    [OAW-1:0]           x0;
    wire    [OAW-1:0]           x1;
    wire    [OAW-1:0]           x2;
    wire    [OAW-1:0]           x3;
    wire    [OBW-1:0]           y0;
    wire    [OBW-1:0]           y1;
    wire    [OBW-1:0]           y2;
    wire    [OBW-1:0]           y3;
    wire    [OBW-1:0]           y4;
    wire    [OBW-1:0]           y5;
    reg  		 	carry_r1;
    reg  			carry_r2;
    reg     [ODW-1:0]           res;
    reg     [RESW-1:0]          x0y0;
    reg     [RESW-1:0]          x0y1;
    reg     [RESW-1:0]          x0y2;
    reg     [RESW-1:0]          x0y3;
    reg     [RESW-1:0]          x0y4;
    reg     [RESW-1:0]          x0y5;
    reg     [RESW-1:0]          x1y0;
    reg     [RESW-1:0]          x1y1;
    reg     [RESW-1:0]          x1y2;
    reg     [RESW-1:0]          x1y3;
    reg     [RESW-1:0]          x1y4;
    reg     [RESW-1:0]          x1y5;
    reg     [RESW-1:0]          x2y0;
    reg     [RESW-1:0]          x2y1;
    reg     [RESW-1:0]          x2y2;
    reg     [RESW-1:0]          x2y3;
    reg     [RESW-1:0]          x2y4;
    reg     [RESW-1:0]          x2y5;
    reg     [RESW-1:0]          x3y0;
    reg     [RESW-1:0]          x3y1;
    reg     [RESW-1:0]          x3y2;
    reg     [RESW-1:0]          x3y3;
    reg     [RESW-1:0]          x3y4;
    reg     [RESW-1:0]          x3y5;
    reg     [ODW-1:0]           shift_r_a_80;
    reg     [ODW-1:0]           shift_r_b_64;
    reg     [ODW-1:0]           shift_r_c_72;
    reg     [ODW-1:0]           shift_r_d_48;
    reg     [ODW-1:0]           shift_r_136b;
    reg     [ODW-1:0]           shift_r_120b;
    reg     [ODW-1:0]           shift_r_104b;
    reg     [ODW-1:0]           shift_r_152b;
    reg     [ODW-1:0]           shift_r_128b;
    reg     [LSW-1:0]           DSL;
    reg     [HSW-1:0]           DSH;
    assign  {x3,x2,x1,x0}       =   {6'b0,i_a};
    assign  {y5,y4,y3,y2,y1,y0} =   {6'b0,i_b};
    always @(posedge i_clk or negedge i_rstn) begin	
	if(!i_rstn) begin
            carry_r1	<=	1'b0;
	    carry_r2	<=	1'b0;
	end
	else begin
 	    carry_r1	<=	i_carry;
	    carry_r2	<=	carry_r1;
	end
    end
    always @(posedge i_clk or negedge i_rstn) begin
        if(!i_rstn) begin
            x0y0    <=   {RESW{1'b0}};
            x0y1    <=   {RESW{1'b0}};
            x0y2    <=   {RESW{1'b0}};
            x0y3    <=   {RESW{1'b0}};
            x0y4    <=   {RESW{1'b0}};
            x0y5    <=   {RESW{1'b0}};
            x1y0    <=   {RESW{1'b0}};
            x1y1    <=   {RESW{1'b0}};
            x1y2    <=   {RESW{1'b0}};
            x1y3    <=   {RESW{1'b0}};
            x1y4    <=   {RESW{1'b0}};
            x1y5    <=   {RESW{1'b0}};
            x2y0    <=   {RESW{1'b0}};
            x2y1    <=   {RESW{1'b0}};
            x2y2    <=   {RESW{1'b0}};
            x2y3    <=   {RESW{1'b0}};
            x2y4    <=   {RESW{1'b0}};
            x2y5    <=   {RESW{1'b0}};
            x3y0    <=   {RESW{1'b0}};
            x3y1    <=   {RESW{1'b0}};
            x3y2    <=   {RESW{1'b0}};
            x3y3    <=   {RESW{1'b0}};
            x3y4    <=   {RESW{1'b0}};
            x3y5    <=   {RESW{1'b0}};
        end
        else begin
            x0y0    <=   x0 * y0;    
            x0y1    <=   x0 * y1;    
            x0y2    <=   x0 * y2;    
            x0y3    <=   x0 * y3;    
            x0y4    <=   x0 * y4;    
            x0y5    <=   x0 * y5;    
            x1y0    <=   x1 * y0;   
            x1y1    <=   x1 * y1;
            x1y2    <=   x1 * y2;
            x1y3    <=   x1 * y3;
            x1y4    <=   x1 * y4;
            x1y5    <=   x1 * y5;
            x2y0    <=   x2 * y0;
            x2y1    <=   x2 * y1;
            x2y2    <=   x2 * y2;
            x2y3    <=   x2 * y3;
            x2y4    <=   x2 * y4;
            x2y5    <=   x2 * y5;
            x3y0    <=   x3 * y0;
            x3y1    <=   x3 * y1;
            x3y2    <=   x3 * y2;
            x3y3    <=   x3 * y3;
            x3y4    <=   x3 * y4;
            x3y5    <=   x3 * y5;
        end
    end
    always @(posedge i_clk or negedge i_rstn) begin
        if(!i_rstn) begin
            shift_r_136b    <=  {ODW{1'b0}};
            shift_r_120b    <=  {ODW{1'b0}};
            shift_r_104b    <=  {ODW{1'b0}};
            shift_r_152b    <=  {ODW{1'b0}};
            shift_r_128b    <=  {ODW{1'b0}};
            shift_r_a_80    <=  {ODW{1'b0}};
            shift_r_b_64    <=  {ODW{1'b0}};
            shift_r_c_72    <=  {ODW{1'b0}};
            shift_r_d_48    <=  {ODW{1'b0}};
        end
        else begin
            shift_r_136b    <=  {x3y4,x2y3,x1y2,x0y1} << 16;
            shift_r_120b    <=  {x3y3,x2y2,x1y1,x0y0};
            shift_r_104b    <=  {x3y2,x2y1,x1y0} << 24;
            shift_r_152b    <=  {x3y5,x2y4,x1y3,x0y2} << 32;
            shift_r_128b    <=  {x2y5,x1y4,x0y3} << 48;
            shift_r_a_80    <=  {x0y5} << 80;
            shift_r_b_64    <=  {x1y5,x0y4} << 64;
            shift_r_c_72    <=  {x3y0} << 72;
            shift_r_d_48    <=  {x3y1,x2y0} << 48;
        end
    end
    always @(posedge i_clk or negedge i_rstn) begin
        if(!i_rstn)
            res     <=  {ODW{1'b0}};
        else
            res     <=  shift_r_152b + shift_r_136b + shift_r_128b + shift_r_120b + shift_r_104b + shift_r_a_80 + shift_r_b_64 + shift_r_c_72 + shift_r_d_48 + carry_r2;
    end
    assign  o_res   =   res;
endmodule   
--- /design/flow/run.sh ---
#!/bin/bash
# OpenROAD 26Q1-2900-gdf79404cd8, Yosys 0.63+post, stock flow scripts
make -C /OpenROAD-flow-scripts/flow DESIGN_CONFIG=/design/flow/config.mk WORK_HOME=/design/flow/orfs finish
--- /design/flow/config.mk ---
export PLATFORM = sky130hd
export DESIGN_NAME = mmm_nlp_90b
export DESIGN_NICKNAME = mmm_nlp_90b
export VERILOG_FILES = /design/flow/design.v
export SDC_FILE = /design/flow/constraint.sdc
export NUM_CORES = 4
export LEC_CHECK = 1
export CORE_UTILIZATION = 50
--- /design/flow/constraint.sdc ---
current_design mmm_nlp_90b

set clk_period 39.5
set clk_io_pct 0.2

create_clock -name clk0 -period $clk_period [get_ports {i_clk}]

set non_clock_inputs [all_inputs -no_clocks]
set_input_delay [expr $clk_period * $clk_io_pct] -clock clk0 $non_clock_inputs
set_output_delay [expr $clk_period * $clk_io_pct] -clock clk0 [all_outputs]
==> reports/metrics.cfg <==
[final_layout]
drive_above_1_share_pct = 3.846
instances_no_fill = 43680
logic_area_sq_mm = 0.2470
fill_cells = 58710
finalInstanceArea_sq_mm = 0.3544
area_delta_synth_final_pct = 6.248
seq_area_sq_mm = 0.04962

[cts]
max-clock-path-buffers = 4
cts-resized-gates = 0
htree_levels = 4
cts_hold_buf = 0
clock_latency_ps = 1080
cts_num_sinks = 1983
cts-root-buf = clkbuf_16
cts.clk_slew.worst_paths_ps = 60
post_cts_buffers = 0
cts_tree = built
cts_made_buffers = 238

[yosys]
most_common_cell = inv_1
common_cells = 7929 x inv_1, 6914 x fa_1, 5314 x nand2_1
ys_types = 104
yosysSeqAreaShare_pct = 14.88
synth.avg_cell_area_sq_um = 9.505
synth_area_sq_mm = 0.3336
synth-edff-count = 0
ys.flops = 1983
ys_area_sq_mm = 0.3336
top_area_share_pct = 41.49
ff_type = dfrtp_1
synth.area.top_cells = fa_1 41%, dfrtp_1 15%, ha_1 11%
synth-async-reset-ratio_pct = 100.0
syn_inst = 35090
yosysTopAreaCell = fa_1
ys_cells = 35090
yosys_warnings = 1

[floorplanning]
rows = 299
die_y_um = 818.8
dieArea_sq_mm = 0.6704
core_sq_mm = 0.6637
io_pins = 364
core_util_floorplan_pct = 50.26
die_w_um = 818.8

[setup_path]
endpoint_kind = register
crit_fanout = 30
worstSetupStartpointType = input port
cp.arrival_ps = 16440
slowest_stage = fa_1
path_buffers = 7
path_delay_family = adder cells
crit_top_cell = fa_1
critPathKind = in -> reg
startpoint = i_a[34]
slowest_delay_ps = 550
cp.required_ps = 40470
r2r_start = shift_r_a_80[111]$_DFF_PN0_

[grt]
antenna_found_initial = 147
grt.overflow.total = 0
grt_pass1_wl_um = 1601000
grt.total_usage_pct = 35.15
grt_max_degree = 109
grt_pass1_vias = 250900

[detailed_routing]
routedWlPerCell_um = 24.11
drc_errors = 0
antenna_left = 0
drt_pass1_iterations = 8
first_iter_violations = 11230
via_per_inst = 5.278
vias = 230500
finalWirelength_um = 1053000

[timing]
skew_ps = 132.9
finalMaxSlewViolations = 0
hold_ws_ps = 247.3
setup_viol = 0
hold_viol = 0
tightest_slew_ps = 1200
timing.final.crit_period_ps = 15470
post-route-period-util_pct = 39.17
slew_headroom_pct = 19.15
grt_setup_unrepaired = no
max_freq_mhz = 64.63
setup_tns_ps = 0

[place]
gp_congestion = 1.039
hpwl_um = 846200
placed_cells = 43040
dpl_cell_area_sq_mm = 0.3455
place.port_buffers = 363

[min_path]
min_from = x0y4[26]$_DFF_PN0_
hold_class = reg -> reg

[flow_run]
warnings = 34
cap_violations = 0

[status]
status = complete, no violations

## stage by stage
step                      util [%]  worst slack [ps]
after global placement       52.06             23080
after detailed placement     52.06             23110
after CTS                    53.33             24210
final                        53.40             24030
after floorplan                  -             25030
after global routing         53.38             23550
## metal layers
| layer | track usage (%) | wire length (um) | vias up |
|---|---|---|---|
| met5 | 0.4450 | 782 | - |
| met4 | 15.62 | 64130 | 94 |
| met3 | 19.88 | 146500 | 1799 |
| met2 | 49.28 | 460700 | 9306 |
| met1 | 46.56 | 381200 | 117500 |
| li1 | - | - | 101900 |
## cells by family after synthesis
group / share of synthesized area, %
buffers and inverters: 11.07
multiplexers: 0.009003
AND-OR/OR-AND: 4.919
adder cells (fa/ha/maj): 52.30
XOR/XNOR: 2.534
flip-flops: 14.88
AND/OR/NAND/NOR: 14.29
## sequential cells by signal, summed over array words and instances, names as in the netlist, 74 cells and up
name,cells
res,181
shift_r_104b,114
shift_r_120b,154
shift_r_128b,114
shift_r_136b,154
shift_r_152b,148
shift_r_b_64,74
shift_r_d_48,74
## layout make-up
cell class              count  share of cell area (%)
diodes                    197                  0.1391
clock buffers             290                   1.815
clock inverters           149                  0.5596
inverters                7929                   8.398
multi-input cells       23270                   69.70
flip-flops and latches   1983                   14.00
well taps                8879                   3.135
repair buffers            981                   2.251
## final timing paths
check,to,slack (ps),cells after the start
max,x1y1[36]$_DFF_PN0_,24030,26
min,shift_r_b_64[90]$_DFF_PN0_,250,0
max reg2reg,res[177]$_DFF_PN0_,30710,21
min reg2reg,shift_r_b_64[90]$_DFF_PN0_,250,0
max in group asynchronous,x2y4[39]$_DFF_PN0_,27910,8
min in group asynchronous,res[64]$_DFF_PN0_,6800,1
## layout by cell type (no fill, tap or decap), types with 26 or more instances in the layout
| master | instances |
|---|---|
| nor2_1 | 493 |
| o21bai_1 | 178 |
| nor2b_1 | 123 |
| nand4_1 | 125 |
| a31oi_1 | 78 |
| buf_4 | 787 |
| o31ai_1 | 36 |
| dfrtp_1 | 1983 |
| xnor2_1 | 694 |
| diode_2 | 197 |
| o21ai_0 | 390 |
| o21ai_1 | 37 |
| or2_2 | 30 |
| and2_1 | 3273 |
| bufinv_16 | 29 |
| o211ai_1 | 44 |
| o21a_1 | 105 |
| inv_6 | 37 |
| fa_1 | 6914 |
| nor3_1 | 139 |
| ha_1 | 2880 |
| nand2b_1 | 114 |
| xor2_1 | 271 |
| a21o_1 | 440 |
| or3_1 | 45 |
| and3_1 | 74 |
| a21oi_1 | 865 |
| clkbuf_8 | 26 |
| inv_1 | 7929 |
| clkbuf_16 | 239 |
| clkinv_4 | 26 |
| nand2_1 | 5314 |
| a211oi_1 | 59 |
| nand3_1 | 151 |
| clkdlybuf4s50_1 | 182 |
